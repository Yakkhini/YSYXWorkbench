`flow/design.v`:
```
module ablight(
  input clk,
  input rst,
  output reg [15:0] led
);
  reg [31:0] count;
  always @(posedge clk) begin
    if (rst) begin led <= 1; count <= 0; end
    else begin
      if (count == 0) led <= {led[14:0], led[15]};
      count <= (count >= 5000000 ? 32'b0 : count + 1);
    end
  end
endmodule
```
`flow/constraint.sdc`:
```
current_design ablight

set clk_period 3.5
set clk_io_pct 0.2

create_clock -name clk0 -period $clk_period [get_ports {clk}]

set non_clock_inputs [all_inputs -no_clocks]
set_input_delay [expr $clk_period * $clk_io_pct] -clock clk0 $non_clock_inputs
set_output_delay [expr $clk_period * $clk_io_pct] -clock clk0 [all_outputs]
```
`flow/run.sh`:
```
#!/bin/bash
# OpenROAD 26Q1-2900-gdf79404cd8, Yosys 0.63+post, stock flow scripts
make -C /OpenROAD-flow-scripts/flow DESIGN_CONFIG=/design/flow/config.mk WORK_HOME=/design/flow/orfs finish
```
`flow/config.mk`:
```
export PLATFORM = sky130hd
export DESIGN_NAME = ablight
export DESIGN_NICKNAME = ablight
export VERILOG_FILES = /design/flow/design.v
export SDC_FILE = /design/flow/constraint.sdc
export NUM_CORES = 4
export LEC_CHECK = 1
export CORE_UTILIZATION = 30
```
==> qor_table.md <==
| Group | Result | Value |
|:---|:---|:---|
| logic synthesis | Post-synth seq share | 48.5% |
| logic synthesis | Syn Inst Count | 204 |
| clocking | CTS-repair resized insts | 0 |
| clocking | Worst-case clock buffer depth | 2 |
| sta | Unrepaired setup endpoints after global routing | no |
| clocking | TritonCTS buffer count | 5 |
| floorplanning | Die outline height | 83.3 microns |
| drt | Number of antenna repair diodes | 0 |
| clocking | H-tree lvl count | 2 |
| grt | Wire length of the first global-routing pass | 5940 microns |
| grt | Largest net degree at the start of global routing | 24 |
| run | # Max-Cap Violations | 0 |
| logic synthesis | Avg Cell Area, Syn | 9.71 sq um |
| cells and area | Top cell excl fill/tap | sky130_fd_sc_hd__dfxtp_1 |
| placement | GP Congestion | 0.795 |
| floorplanning | # IOs | 18 |
| sta | Transition time at the pin with the least slew margin | 0.864 ns |
| sta | Final count of pins violating max slew | 0 |
| cells and area | Final design utilization | 37.3% |
| drt | Number of iterations in the first detailed-routing pass | 4 |
| logic synthesis | Count of yosys warnings during synthesis | 1 |
| floorplanning | Floorplan utilization | 31.2% |
| floorplanning | Count of standard-cell rows | 29 |
| cells and area | Most frequent cells in the layout | sky130_fd_sc_hd__dfxtp_1 (48), sky130_fd_sc_hd__nor3_1 (22), sky130_fd_sc_hd__clkdlybuf4s50_1 (17) |
| drt | Violation tally from detailed-route iteration zero | 120 |
| setup path | Setup crit end kind | register |
| logic synthesis | Largest type area fraction | 48.5% |
| worst hold path | Sink of the worst hold path | count[0]$_SDFF_PP0_ |
| sta | Count of endpoints failing hold in the final timing report | 0 |
| logic synthesis | Post-Syn Area | 0.00198 sq mm |
| sta | Final Setup Violations | 0 |
| floorplanning | Die Span X | 83.3 microns |
| setup path | FF-to-FF Start | count[3]$_SDFF_PP0_ |
| drt | Via density | 4.81 |
| sta | Peak clock frequency supported by timing | 434 MHz |
| worst hold path | HP Start | count[0]$_SDFF_PP0_ |
| setup path | Crit-path max cell delay | 0.79 ns |
| grt | Total GRT Usage | 10.2% |
| floorplanning | Placeable Area | 0.00635 sq mm |
| drt | Count of vias placed by the detailed router | 1,458 |
| outcome | Outcome | finished, final reports clean |
| clocking | Post-CTS Setup Repair Bufs | 0 |
| logic synthesis | Number of cells in the yosys synthesis report | 204 |
| placement | Quantity of I/O buffers inserted on ports | 17 |
| setup path | Type of origin of the critical path | input port |
| setup path | CP arrival | 2.50 ns |
| sta | Aggregate negative setup slack | 0 ns |
| logic synthesis | Flip-flop and latch count after synthesis | 48 |
| logic synthesis | Yosys top cell by area | sky130_fd_sc_hd__dfxtp_1 |
| power and ir drop | Post-layout total power | 0.00101 W |
| setup path | Worst flop-to-flop path endpoint | count[19]$_SDFF_PP0_ |
| cells and area | Area growth from synthesis to final layout | 19.6% |
| sta | Final WS setup | 1.19 ns |
| drt | Count of nets left with antenna violations after detail routing | 0 |
| logic synthesis | Number of distinct standard cells referenced by the synthesized netlist | 34 |
| placement | Post-placement setup slack | 0.944 ns |
| clocking | Clock tree from TritonCTS | built |
| power and ir drop | Pleak | 0.732 nW |
| power and ir drop | Highest ir drop seen on vdd | 0.000246 V |
| sta | Worst max-slew margin expressed relative to the limit | 42.4% |
| drt | DRC errors left | 0 |
| placement | DP HPWL | 2290 microns |
| drt | Detail-routed net length per standard cell | 11.4 microns |
| grt | Number of global-route vias before repair | 1,320 |
| setup path | Critical-path cell with the highest stage delay | sky130_fd_sc_hd__a2111o_1 |
| setup path | Critical setup path kind | input port to register |
| clocking | Clock transition at the registers of the reported paths | 0.08 ns |
| clocking | Count of hold-fix buffers inserted at cts | 0 |
| floorplanning | Area enclosed by the die boundary | 0.00693 sq mm |
| worst hold path | Hold Crit Depth | 1 |
| setup path | Worst setup slack for register-to-register paths | 1.22 ns |
| grt | Initial antenna violation count | 0 |
| drt | Final WL | 3460 microns |
| clocking | Clock latency at the later pin of the worst-skew pair | 0.29 ns |
| worst hold path | Worst Hold Class | register to register |
| logic synthesis | Leading cell types by total area after synthesis | sky130_fd_sc_hd__dfxtp_1 (49%), sky130_fd_sc_hd__mux2i_1 (8.1%), sky130_fd_sc_hd__nor3_1 (5.6%) |
| setup path | Required time of the worst setup path | 3.69 ns |
| setup path | Worst Path Max Fanout | 23 |
| logic synthesis | Yosys synthesis chip area | 0.00198 sq mm |
| sta | Worst-case clock skew | 0.00502 ns |
| cells and area | Share of cells above drive strength 1 | 4.87% |
| setup path | Cell Chain, Critical Path | clkdlybuf4s50_1 -> a2111o_1 -> a211oi_1 |
| grt | Grt total ovfl | 0 |
| clocking | Root buf cell | sky130_fd_sc_hd__clkbuf_8 |
| run | Tool Warnings | 26 |
| clocking | TritonCTS sink count | 48 |
| sta | Period Utilization, post-route | 65.9% |
| sta | Time the worst path needs with I/O delays and setup | 2.31 ns |
| setup path | R2R depth | 4 |
| power and ir drop | Power per standard cell area | 428 mW/mm^2 |
power breakdown:
| group | leakage [nW] | switching, W | internal, W | total, W |
|---|---|---|---|---|
| sequential | 0.390 | 0.00000154 | 0.000551 | 0.000553 |
| combinational | 0.277 | 0.00000460 | 0.00000487 | 0.00000947 |
| clock | 0.0642 | 0.000171 | 0.000281 | 0.000452 |
| total | 0.732 | 0.000177 | 0.000837 | 0.00101 |
kinds of logic after synthesis:
logic type | count (synthesis) | synth area share, %
AND/OR/NAND/NOR | 87 | 25.4
XOR/XNOR | 13 | 5.75
AND-OR/OR-AND | 21 | 7.64
other | 1 | 0.189
multiplexers | 16 | 8.09
flip-flops | 48 | 48.5
buffers and inverters | 16 | 3.16
adder cells (fa/ha/maj) | 2 | 1.26
sequential cells by signal, indices dropped and copies added, names as in the netlist:
signal and cells:
led 16, count 32
cell type report:
cell class	count	area, sq um
fillers	612	3980
clock buffers	5	68.8
clock inverters	2	60.1
repair buffers	18	178
flip-flops and latches	48	961
inverters	5	18.8
well taps	77	96.3
multi-input cells	148	987
worst max path at each step:
| stage | depth (start not counted) | end | start | slack (ns) |
|---|---|---|---|---|
| 6_report | 3 | count[19]$_SDFF_PP0_ | rst | 1.19 |
| 5_1_grt | 4 | count[19]$_SDFF_PP0_ | count[2]$_SDFF_PP0_ | 1.09 |
| 4_1_cts | 3 | count[19]$_SDFF_PP0_ | rst | 1.20 |
stage by stage:
stage          hold slack, ns  instance area (sq um)  instances
2_1_floorplan           0.449                   2010        212
3_3_place_gp            0.480                   2240        296
3_5_place_dp            0.476                   2240        296
4_1_cts                 0.488                   2370        303
5_1_grt                 0.508                   2370        303
6_report                0.486                   2370        303
synthesized netlist by cell type:
master                     count
sky130_fd_sc_hd__o21ai_0       5
sky130_fd_sc_hd__and3_1        2
sky130_fd_sc_hd__or2_2         1
sky130_fd_sc_hd__nand2_1       8
sky130_fd_sc_hd__nor3_1       22
sky130_fd_sc_hd__buf_1         2
sky130_fd_sc_hd__nand3_1       7
sky130_fd_sc_hd__o2111a_1      1
sky130_fd_sc_hd__a21oi_1       1
sky130_fd_sc_hd__or4_1         4
sky130_fd_sc_hd__nor3_2        1
sky130_fd_sc_hd__dfxtp_1      48
sky130_fd_sc_hd__nand4_1       5
sky130_fd_sc_hd__and4_1        1
sky130_fd_sc_hd__mux2i_1      16
sky130_fd_sc_hd__xor2_1        3
sky130_fd_sc_hd__clkbuf_1      7
sky130_fd_sc_hd__conb_1        1
sky130_fd_sc_hd__nor4_1        6
sky130_fd_sc_hd__nand2b_1     16
sky130_fd_sc_hd__nor4b_1       1
sky130_fd_sc_hd__buf_2         2
sky130_fd_sc_hd__o31ai_1       3
sky130_fd_sc_hd__o211ai_1      2
sky130_fd_sc_hd__inv_1         5
sky130_fd_sc_hd__nor2_1        6
sky130_fd_sc_hd__a211oi_1      7
sky130_fd_sc_hd__a2111o_1      1
sky130_fd_sc_hd__a41oi_1       1
sky130_fd_sc_hd__ha_1          2
sky130_fd_sc_hd__nand4_4       1
sky130_fd_sc_hd__nor3b_1       1
sky130_fd_sc_hd__xnor2_1      10
sky130_fd_sc_hd__or3_1         5
critical path, delay by kind of cell:
kind            cells  cell delay (ns)
buf+inv             1             0.66
compound gates      2             1.13
per-layer routing:
layer | up-vias | track usage [%] | routed length [microns] | share of wire [%]
li1 | 773 | - | - | -
met1 | 665 | 16.1 | 1820 | 53
met2 | 18 | 15.4 | 1500 | 43
met3 | 2 | 2.02 | 104 | 3.0
met4 | 0 | 1.25 | 34 | 0.98
met5 | - | 0 | 0 | 0
No activity file was given, so power comes from the tool's default toggle rates.
