==> ./design.v <==
module abcoder(
  input clk,
  input [7:0] sw,
  output reg pointld,
  output reg [7:0] hex,
  output reg [2:0] num
);
  reg [7:0] ihex;
  integer i;
  always @(sw) begin
    num = 3'b000;
    pointld = 1'b0;
    for(i = 0; i<=7; i = i+1)
      if(sw[i] == 1) begin num = i[2:0]; pointld = 1; end
  end
  bcd7seg instance_1 (num, ihex);
  assign hex = ~ihex;
endmodule
module bcd7seg(
  input [2:0] d,
  output reg [7:0] h
);
  always @(*) begin
    case (d)
      3'd0 : h = 8'b11111101;
      3'd1 : h = 8'b01100000;
      3'd2 : h = 8'b11011010;
      3'd3 : h = 8'b11110010;
      3'd4 : h = 8'b01100110;
      3'd5 : h = 8'b10110110;
      3'd6 : h = 8'b10111110;
      3'd7 : h = 8'b11100000;
    endcase
  end
endmodule
==> ./run.sh <==
#!/bin/bash
# OpenROAD 26Q1-2900-gdf79404cd8, Yosys 0.63+post, stock flow scripts
make -C /OpenROAD-flow-scripts/flow DESIGN_CONFIG=/design/flow/config.mk WORK_HOME=/design/flow/orfs finish
==> ./config.mk <==
export PLATFORM = sky130hd
export DESIGN_NAME = abcoder
export DESIGN_NICKNAME = abcoder
export VERILOG_FILES = /design/flow/design.v
export SDC_FILE = /design/flow/constraint.sdc
export NUM_CORES = 4
export LEC_CHECK = 1
export CORE_AREA = 10 10 70 70
export DIE_AREA = 0 0 80 80
==> ./constraint.sdc <==
current_design abcoder

set clk_period 1.3
set clk_io_pct 0.2

create_clock -name clk0 -period $clk_period

set non_clock_inputs [all_inputs -no_clocks]
set_input_delay [expr $clk_period * $clk_io_pct] -clock clk0 $non_clock_inputs
set_output_delay [expr $clk_period * $clk_io_pct] -clock clk0 [all_outputs]
==> ci_impl_report.md <==
## Implementation flow summary

| Metric | Value |
|---|---|
| Slew margin rel. | `~86%` |
| Total wire length | `between 1 and 1.5 mm` |
| Max stage delay on crit path | `0.36 ns` |
| Vias in the first global route | `420` |
| DRC viols | `0` |
| Total GRT Usage | `under 10%` |
| Port buffer count | `20` |
| Tool warning count | `40` |
| Sequential group share of total power | `0%` |
| Max frequency | `619 MHz` |
| Post-DRT Antenna Nets | `0` |
| Final instance area | `between 700 and 800 um^2` |
| Initial antenna violation count | `0` |
| Placed Area | `544 um^2` |
| RSZ-0062 raised after global routing | `yes` |
| Synthesized area | `210 um^2` |
| Inst Count DP | `104` |
| Register share after synthesis | `0%` |
| Outcome | `complete, but fails checks` |
| Routed wire length per instance | `10.4 um` |
| Total congestion overflow | `0` |
| Hold WC Path Type | `in2out` |
| Tmin final | `1.62 ns` |
| Share of post-route cells with drive strength above 1 | `87.0%` |
| Flops | `0` |
| Crit path DRT | `1.04 ns` |
| Sw Ratio | `38.5%` |
| First-pass GRT wire length | `between 1.5 and 2 mm` |
| Place WS | `-1.17 ns` |
| Yosys warning count | `3` |
| Vias post-DR | `356` |
| Pint | `141 uW` |
| Setup tns final | `-2.50 ns` |
| Syn-to-layout area delta | `268%` |
| Fin cells | `115` |
| Synthesis area per yosys | `210 um^2` |
| Largest net degree at the start of global routing | `5` |
| Core area | `about 3400 um^2` |
| Power per cell area | `between 200 and 300 nW/um^2` |
| Worst setup EP type | `primary output` |
| Max-slew violations | `0` |
| Die area | `~6400 um^2` |
| P_sw | `about 89 uW` |
| Least-Margin Pin Slew | `about 0.21 ns` |
| FP Core Util | `6.15%` |
| CP Max Fanout | `3` |
| Worst Path Class, Setup | `in2out` |
| Leakage | `around 0.00033 uW` |
| # setup viols final | `12` |
| HPWL Detailed | `846 um` |
| Distinct lib cells | `13` |
| Ys cells | `31` |
| Synth Instances | `31` |
| Final Hold Vio Count | `0` |
| Failing checks | `negative setup slack` |
| CP Data Arrival Time | `1.36 ns` |
| Cycle use final | `124%` |
| Sequential cell area | `0 um^2` |
| Worst VDD drop | `around 0.14 mV` |
| Num ports | `21` |
| Ant diodes | `0` |
| CP startpoint kind | `input port` |
| Starting DRT DRC Count | `4` |
| Clk pwr share | `0%` |
| Die Span Y | `about 80 um` |
| Drt first pass iters | `2` |
| Die X | `~80 um` |
| Combinational cell fraction of total power | `100.0%` |
| Max_cap viols | `0` |
| Final WS setup | `-0.315 ns` |
| Cell at the slowest stage of the critical path | `o31a_4` |
| Number of clock buffers in the layout | `0` |
| Vias per cell | `3.10` |
| Fin Hold WS | `0.774 ns` |
| Hold buffers post-CTS | `0` |
| GPL Wtd Cong | `0.784` |
| Post-Syn Area per Cell | `between 6 and 7 um^2` |
| Crit-path cells | `buf_8, clkinv_8, a21oi_4, o31a_4, ha_4, and2_4, nor2_1, buf_2` |
| FP Rows | `21` |
## cells by family after synthesis
family / after synthesis / synth area share [%]
compound gates: 7 / 22.6
fa+ha+maj: 5 / 29.8
buf+inv: 4 / 7.14
simple gates: 15 / 40.5
## path summary, 6_finish.rpt
check,depth (start not counted),startpoint,slack [ns],endpoint
min,3,sw[1],0.77,pointld
max,8,sw[2],-0.32,hex[4]
## what timing repair did
item | CTS | global route
setup buffers | 9 | 3
pin swaps | 16 | 4
resized | 111 | 13
setup endpoints to repair | 12 | 12
## synthesized netlist by cell type
cell type,count,area [um^2]
a21oi_1,3,15.0
and2_2,1,7.51
inv_2,1,3.75
ha_1,5,62.6
o31ai_1,1,7.51
o21ai_0,1,5.00
nor4_4,1,21.3
nand2_1,7,26.3
or3_1,1,6.26
nor2_1,4,15.0
o31a_2,2,20.0
inv_1,3,11.3
and2_4,1,8.76
## layer usage
| metal | routed length [um] | share of wire (%) | GRT usage (%) | vias to the layer above |
|---|---|---|---|---|
| li1 | - | - | - | 184 |
| met1 | 704 | 59 | 5.81 | 152 |
| met2 | 345 | 29 | 4.57 | 20 |
| met3 | 148 | 12 | 1.36 | 0 |
| met4 | 0 | 0 | 0 | 0 |
| met5 | 0 | 0 | 0 | - |
## power by group through the flow
stage,logic [uW],registers [uW],clock network [uW]
global route,250,0,0
CTS,214,0,0
finish,230,0,0
## layout by cell type (no fill, tap or decap), types with 2 or more instances in the layout
cell and instances:
nor2_1 2, nand2_2 3, buf_6 23, buf_2 7, buf_4 4, o31a_4 2
a21oi_4 2, ha_4 4, nand2_1 3, and2_4 2, clkbuf_2 2
## metrics by stage
| stage | utilization [%] | power (uW) |
|---|---|---|
| 3_5_place_dp | 15.9 | 150 |
| 5_1_grt | 22.6 | 250 |
| 4_1_cts | 21.1 | 214 |
| 2_1_floorplan | - | 41.8 |
| 6_report | 22.6 | 230 |
| 3_3_place_gp | 15.9 | 150 |
## critical path, delay by kind of cell
kind	cells	cell delay (ns)
adders and majority gates	1	0.24
buffers and inverters	3	0.24
and+or+nand+nor	2	0.22
AOI/OAI and AO/OA	2	0.40
## cell type report
type	instances	area (um^2)
Fill cell	367	2640
Inverter	4	35.0
Multi-Input combinational cell	27	322
Tap cell	46	57.6
Timing Repair Buffer	38	359
Power is estimated from default activity; no workload was simulated.
