`design/flow/run.sh`:
```
#!/bin/bash
# OpenROAD 26Q1-2900-gdf79404cd8, Yosys 0.63+post, stock flow scripts
make -C /OpenROAD-flow-scripts/flow DESIGN_CONFIG=/design/flow/config.mk WORK_HOME=/design/flow/orfs finish
```
`design/flow/config.mk`:
```
export PLATFORM = sky130hd
export DESIGN_NAME = afsftreg
export DESIGN_NICKNAME = afsftreg
export VERILOG_FILES = /design/flow/design.v
export SDC_FILE = /design/flow/constraint.sdc
export NUM_CORES = 4
export LEC_CHECK = 1
export CORE_AREA = 10 10 85 85
export DIE_AREA = 0 0 95 95
```
`design/flow/constraint.sdc`:
```
current_design afsftreg

set clk_period 2.9
set clk_io_pct 0.2

create_clock -name clk0 -period $clk_period [get_ports {clk}]

set non_clock_inputs [all_inputs -no_clocks]
set_input_delay [expr $clk_period * $clk_io_pct] -clock clk0 $non_clock_inputs
set_output_delay [expr $clk_period * $clk_io_pct] -clock clk0 [all_outputs]
```
`design/flow/design.v`:
```
module afsftreg (
  input [7:0] seed,
  input clk,
  input rst,
  output reg [7:0] bitreg,
  output reg [7:0] hex1,
  output reg [7:0] hex0
);
  always @(posedge clk) begin
    if (rst) begin 
      bitreg <= seed;
      if (bitreg == 8'd0) bitreg <= 8'd1;
    end
    else begin
      bitreg <= {bitreg[0]^bitreg[2]^bitreg[3]^bitreg[4], bitreg[7:1]};
    end
  end
  toseg instance_1 (bitreg[5:3], hex1);
  toseg instance_2 (bitreg[2:0], hex0);
endmodule
module toseg(
  input [2:0] d,
  output [7:0] h_out
);
  reg [7:0] h;
  always @(d) begin
    case (d)
      3'd0 : h = 8'b11111101;
      3'd1 : h = 8'b01100000;
      3'd2 : h = 8'b11011010;
      3'd3 : h = 8'b11110010;
      3'd4 : h = 8'b01100110;
      3'd5 : h = 8'b10110110;
      3'd6 : h = 8'b10111110;
      3'd7 : h = 8'b11100000;
    endcase
  end
  assign h_out = ~h;
endmodule
```
==> changes_impl.md <==
## Flow update

* Ys async rst share at 0%
* # DRC at 0
* Drt total wl at between 2000 and 2500 um
* Slowest cell delay on critical path at 0.62 ns
* Die Height at 95 um
* Worst Path Max Fanout at 8
* Routed vias at 817
* Largest net degree at the start of global routing at 13
* Switching share of power at 25.2%
* Yosys chip area at roughly 1100 um^2
* ANT cells at 0
* Comb pwr share at 27.3%
* NetSw at 0.209 mW
* # IOs at 34
* Crit path buf inv count at 2
* Status: completed
* Post-CTS Setup Repair Bufs at 0
* Yosys cell count at 115
* PwrDens at 533 nW/um^2
* Int Power at 0.620 mW
* Drt pass-1 iters at 4
* Max-area cell share at 43.4%
* Fmax at 466 MHz
* Vias per inst at 3.70
* Crit path time final at about 2.1 ns
* CTS tree: built
* Yosys top cell by instances: dfxtp_1
* Mapped cell area at 1110 um^2
* Met2 usage at 9.38%
* CP cell instances: clkdlybuf4s50_1 -> mux2_2 -> a21boi_1 -> inv_1 -> ha_1 -> nand2b_1
* Final hold vios at 0
* PostCTS Resize Cnt at 0
* Seq cells post-synth at 24
* CP arrival at 2.29 ns
* Seq pwr share at 49.7%
* Synth Seq Share at 43.4%
* Hold_buf cts at 0
* Dpl hpwl at 1970 um
* GRT met3 Usage at 0.962%
* Post-synth top cells: 24 x dfxtp_1, 23 x inv_1, 8 x ha_1, 8 x mux2i_1, 8 x nand2_1
* Critical path's top delay family: buffers and inverters
* Relative slew margins at roughly 71%
* Number of global-route vias before repair at 838
* EDFF count, synth at 0
* Average cell area after synthesis at 9.63 um^2
* WP data required at around 3.0 ns
* Cell area leaders: dfxtp_1 43%, ha_1 9.0%, inv_1 7.8%
* First DRT Iteration DRCs at 32
* Crit path kind: in2reg
* Worst path slowest cell: clkdlybuf4s50_1
* H-tree levels at 1
* Met1 global-route usage at slightly above 7%
* Initial antenna violation count at 0
* Setup-failing EPs final at 0
* Initial core utilization at 20.2%
* First-pass GRT wire length at just over 4000 um
* Cell Type Count at 28
* Insertion Delay late pin at 0.26 ns
* Peak VDD IR at about 140 uV
* Post-synth top flop: dfxtp_1
* RSZ-0062 raised after global routing: no
* Clock share of power at a little under a quarter
* Slew Viols, Final at 0
* Cells after Synth at ~120
* CTS Buf Count at 3
* Max-cap viol count at 0
* Clock Pin Slew Worst Setup and Hold Paths at 0.08 ns
* Yosys warns at 2
* Leak pwr at 0.707 nW
* Setup TNS at 0 ns
* Fin area at between 1500 and 2000 um^2
* Placed Instances at between 200 and 250
* Fin Clk Skew at 0.00247 ns
* Die width at 95 um
* GP Congestion at between 0.7 and 0.8
* Chip Area at 9030 um^2
* Worst Setup Start Kind: input pin
* Port Buf Inserts at 33
* CTS Root Cell: clkbuf_8
* Routed Antenna Nets at 0
* Core area at approximately 5500 um^2
* Max Root-Sink Buffers at 2
* GRT overflow at 0
* Layout cells sized above 1 at 6.71%
* Cell taking the most area after synthesis: dfxtp_1
* GRT Util Overall at 5.50%
* Placed Area at 1510 um^2
* WL/cell at between 10 and 15 um
* Hold Path Class: reg2reg
* Tcrit/Tclk final at 74.0%
* Finished Layout Cells at roughly 220
* Number of OpenROAD warnings at 29
* Slew @ Worst Pin at 0.425 ns
* Util after Layout at between 20% and 30%
* Placement Rows at 27
* CTS Sinks at 24
* CP Capture Type: register
* Area Overhead vs Synth at 40.5%
* GR peak layer: met2
-- flip-flops by register name, indices dropped and copies added, names as in the netlist --
register      cells
bitreg            8
instance_1.h      8
instance_2.h      8
-- cell usage in the layout (no fill, tap or decap), types with 2 or more instances in the layout --
cell / synthesis / layout
o22ai_1: 2 / 2
dfxtp_1: 24 / 24
nand3_1: 2 / 2
a21oi_1: 4 / 4
inv_1: 23 / 23
a21oi_2: 2 / 2
o21a_1: 2 / 2
nand2b_1: 2 / 2
nor4_4: 2 / 2
mux2i_1: 8 / 8
nand2_1: 8 / 8
clkdlybuf4s50_1: 0 / 33
nor2_1: 3 / 3
a21o_1: 2 / 2
clkbuf_8: 0 / 3
nand3b_1: 4 / 4
mux2_2: 2 / 2
ha_1: 8 / 8
a21boi_1: 2 / 2
xnor2_1: 3 / 3
o21bai_1: 2 / 2
-- per-layer routing --
layer / share of wire [%] / vias to the layer above
li1: - / 442
met1: 44 / 360
met2: 49 / 13
met3: 5.5 / 2
met4: 1.7 / 0
met5: 0 / -
-- worst reg2reg max path, stage by stage (launching register included) --
cell      delay (ns)
dfxtp_1         0.39
nor4_4          0.48
and2_1          0.36
o21ai_0         0.15
ha_1            0.27
nand2b_1        0.13
-- power groups by stage --
stage	sequential, mW	combinational [mW]	clock [mW]
after CTS	0.414	0.234	0.196
after global routing	0.420	0.261	0.215
final	0.412	0.227	0.190
-- logic make-up (layout without fill, tap and decap cells) --
logic type               Yosys count  count (layout)  synth area share, %
AND/OR/NAND/NOR                   25              25                 14.7
adder cells (fa/ha/maj)            8               8                 9.04
multiplexers                      10              10                 9.27
flip-flops                        24              24                 43.4
buffers and inverters             26              60                 9.72
AND-OR/OR-AND                     19              19                 11.5
XOR/XNOR                           3               3                 2.37
-- path summary, 6_finish.rpt --
path	cells after the start	startpoint	slack, ns	to
worst max-delay path	6	rst	0.76	instance_1.h[6]
worst min-delay path	2	bitreg[7]	0.53	bitreg[6]
worst max register to register	5	bitreg[4]	1.01	instance_1.h[6]
worst min register to register	2	bitreg[7]	0.53	bitreg[6]
-- per-stage QoR --
stage / power, mW / setup slack (ns) / hold WS [ns]
after global placement: 0.656 / 0.534 / 0.511
after global routing: 0.895 / 0.629 / 0.570
final: 0.829 / 0.755 / 0.532
after floorplan: 0.516 / 1.08 / 0.481
after detailed placement: 0.653 / 0.489 / 0.519
after CTS: 0.845 / 0.750 / 0.534
-- final cells by class --
cell class	count	area, um^2
multi-input combinational	65	519
inverter	23	86.3
clock buffer	3	41.3
fill	576	3920
sequential	24	480
tap	72	90.1
timing repair buffer	34	338
Power and IR drop assume default switching activity.
